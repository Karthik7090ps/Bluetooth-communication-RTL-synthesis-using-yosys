**flow/config.mk**
```make
export PLATFORM = sky130hd
export DESIGN_NAME = uart_rx_top
export DESIGN_NICKNAME = uart_rx_top
export VERILOG_FILES = /design/flow/design.v
export SDC_FILE = /design/flow/constraint.sdc
export NUM_CORES = 4
export LEC_CHECK = 1
export CORE_AREA = 10 10 97 97
export DIE_AREA = 0 0 107 107
```
**flow/constraint.sdc**
```tcl
current_design uart_rx_top

set clk_period 2.6
set clk_io_pct 0.2

create_clock -name clk0 -period $clk_period [get_ports {clock}]

set non_clock_inputs [all_inputs -no_clocks]
set_input_delay [expr $clk_period * $clk_io_pct] -clock clk0 $non_clock_inputs
set_output_delay [expr $clk_period * $clk_io_pct] -clock clk0 [all_outputs]
```
**flow/design.v**
```verilog
`timescale  1 ns /  1 ps
module uart_rx_top(
  input  wire clock,
  input  wire resetn,
  input  wire rx,
 output  reg led_fix,
  output  reg led_touch
    );
reg [ 13 : 0 ] counter;
reg syncff0, syncff1;
reg rx_;
reg [ 1 : 0 ] state, next;
reg [ 7 : 0 ] rdat;
reg [ 2 : 0 ] data_cnt;
wire counter_end, start, start_end, data_end, stop_end, get_dat;
assign get_dat       = (counter ==  5028 );  
assign counter_end   = (counter ==  10416 );   
assign start_end     = (state    ==  2'b01 ) && (counter_end ==  1'b1 );  
assign data_end      = (state    ==  2'b10 )   && (counter_end ==  1'b1 ) && (data_cnt==  3'd7 );
assign stop_end      = (state    ==  2'b11 )   && (counter_end ==  1'b1 );
always @ ( posedge clock ) begin  
 if ( resetn ==  1'b0 ) begin  
  syncff0 <=  1'b1 ;
  syncff1 <=  1'b1 ;
 end 
 else  begin 
  syncff0 <= rx;
  syncff1 <= syncff0;
 end 
end
always @ ( posedge clock ) begin 
 if ( resetn ==  1'b0 ) rx_ <=  1'b1 ;
 else      rx_ <= syncff1;
end
assign start =  ~ syncff1 & rx_;
always @ ( posedge clock ) begin 
 if ( resetn ==  1'b0 ) state <=  2'b00 ;
 else       state <= next;
end
always @ ( * ) begin 
 case ( state )
   2'b00 :   if ( start ==  1'b1 ) next =  2'b01 ;
          else                      next =  2'b00 ;
  2'b01 :  if ( start_end ==  1'b1 ) next =  2'b10 ;
          else                      next =  2'b01 ;
  2'b10 :   if ( data_end ==  1'b1 ) next=  2'b11 ;
          else                      next =  2'b10 ;
  2'b11 :   if ( stop_end ==  1'b1 ) next =  2'b00 ;
          else                      next =  2'b11 ;
  default :                          next =  2'b00 ;
 endcase 
end 
always @ ( posedge clock ) begin  
 if ( resetn ==  1'b0 ) begin 
  counter <=  14'd0 ;
 end 
 else  begin 
  if ( state !=  2'b00 ) begin 
   if ( counter_end ==  1'b1 ) counter <=  14'd0 ;
   else                        counter <= counter +  14'd1 ;
  end 
 end 
end
always @ ( posedge clock ) begin 
 if ( resetn ==  1'b0 ) data_cnt <=  3'b000 ;
 else  if ((state ==  2'b10 ) && (counter_end ==  1'b1 )) data_cnt <= data_cnt +  3'd1 ;
end
always @ ( posedge clock ) begin 
 if ( resetn ==  1'b0 ) begin 
    rdat <=  8'h00 ;
 end 
 else  begin 
  if ((state ==  2'b10 ) && (get_dat ==  1'b1 )) rdat <= {syncff1, rdat[ 7 : 1 ]}; 
  else                                         rdat <= rdat;
 end 
end 
always @ ( posedge clock) begin 
 if ( resetn ==  1'b0 ) begin 
  led_fix     <=  1'b0 ;
  led_touch   <=  1'b0 ;
 end 
 else  begin 
  if ( stop_end ==  1'b1 ) begin 
   case (rdat)
     8'h55 :   begin   
       led_fix    <=  ~ led_fix;
      end 
    8'h62 :   begin   
       led_touch   <=  1'b1 ;
      end 
    8'h63 :   begin   
       led_touch   <=  1'b0 ;
      end 
    default : begin 
       led_fix     <=  1'b0 ;
       led_touch   <=  1'b0 ;
      end 
   endcase 
  end 
 end 
end
endmodule
```
**flow/run.sh**
```bash
#!/bin/bash
# OpenROAD 26Q1-2900-gdf79404cd8, Yosys 0.63+post, stock flow scripts
make -C /OpenROAD-flow-scripts/flow DESIGN_CONFIG=/design/flow/config.mk WORK_HOME=/design/flow/orfs finish
```
==> out/metrics.cfg <==
[floorplanning]
die-area_mm2=0.01145
core_area_mm2=0.007292
die_y_um=107
die_x_um=107
fp-row-count=31
fp_util_pct=20.21
ios=5

[clock_tree]
cts_resized=0
path_clk_slew_ns=0.07
clockBufferDepth=2
cts_tree=yes
postCtsSetupBuffers=0
cts_buffers=5
clockRootBuffer=clkbuf_8
h-tree-depth=2
cts.sinks=32
clock_latency_ns=0.28
postCtsHoldBufs=0

[global_routing]
antenna_found_initial=0
grt_use_total_pct=4.922
grt_max_degree=23
grt_pass1_wl_um=4816
grt-ovfl-total=0
grt_pass1_vias=1090

[timing]
finalSetupViolCount=0
final_max_slew_viol_count=0
timing.final.hold_violations=0
slew_headroom_pct=61.12
tns_ns=0
worst_pin_slew_ns=0.5831
grt_setup_unrepaired=false
fin_crit_ns=1.768
fin_crit_sh_pct=68.00
finalClockSkew_ns=0.006172
max_freq_mhz=565.6

[job]
maxCapViolations=0
warning_count=26

[logic_synthesis]
ys_seq_share_pct=43.46
ys.flop_type=dfxtp_1
synth_top_area_share_pct=43.46
synth_top_cell_by_area=dfxtp_1
yosys-top-cells-area=dfxtp_1 (43%), mux2i_1 (8.1%), xnor2_1 (6.5%)
synth-async-reset-ratio_pct=0
synth-warning-count=1
ys_cells=158
ys.flops=32
synth_area_per_cell_um2=9.329
syn_area_mm2=0.001474
synth-edff-count=0
synth_chip_area_mm2=0.001474
synth_cell_types=37
syn_inst=158

[placement]
placed_cells=257
dp_hpwl_um=1879
place_area_mm2=0.001620
port_buffers=4
gp_congestion=0.8385

[setup_path]
path_max_fanout=14
setup.worst_path.end_class=flip-flop
worstSetupPathType=reg -> reg
cp_data_arrival_time_ns=1.90
required_ns=2.74
cp-start-kind=flip-flop
path_cells=nor4b_2 -> nand4_2 -> o21ai_2 -> nor2_1
slowest_delay_ns=0.53
cp_slowest_cell=o21ai_2

[detailed_routing]
ant_nets=0
routedWlPerCell_um=9.811
drt_iter0_drc=66
dr.pass1.iters=4
vias=1102
drcViolationCount=0
num_antenna_cells=0
vias_per_cell=4.158
routed_wl_um=2600

[run_status]
status=finished, final reports clean

[final_layout]
design_area_mm2=0.001747
final_cells=265
area_growth_pct=18.51
drive_gt1_share_pct=9.036

[power]
irDropWorstVdd_mv=0.3251
power.leakage_uw=0.0006585
power.density_mw_per_mm2=593.5

[worst_hold_path]
hold_class=reg -> reg

Yosys cell counts, types with 2 or more instances:
library cell,instances
a21oi_1,3
clkbuf_1,2
dfxtp_1,32
ha_1,4
inv_1,6
mux2i_1,12
nand2_1,18
nand2b_1,5
nand3_1,5
nand4_1,5
nand4_2,2
nor2_1,19
nor3_1,4
nor4_1,3
o211ai_1,2
o21ai_0,3
or3_1,2
xnor2_1,11
xor2_1,2
metal layers:
| layer | GRT usage [%] | routed length, µm | up-vias |
|---|---|---|---|
| met4 | 0.8704 | 46 | 0 |
| met5 | 0 | 0 | - |
| met2 | 7.902 | 1152 | 14 |
| met1 | 6.350 | 1283 | 514 |
| met3 | 1.698 | 118 | 5 |
| li1 | - | - | 569 |
final cells by class:
class,instances,area (µm²)
fillers,799,5545
multi-input cells,115,785.8
flip-flops and latches,32,640.6
well taps,99,123.9
clock buffers,7,96.34
repair buffers,5,47.55
clock inverters,1,30.03
inverters,6,22.52
stage by stage:
stage          total power, µW  util, %  setup WS (ns)  hold WS, ns
2_1_floorplan            528.3        -          1.168       0.3863
3_3_place_gp             536.0    22.22         0.8632       0.3964
3_5_place_dp             536.1    22.22         0.8274       0.3976
4_1_cts                   1047    23.95         0.8385       0.4131
5_1_grt                   1080    23.95         0.6401       0.4450
6_report                  1037    23.95         0.8321       0.4084
kinds of logic after synthesis:
logic type / Yosys count / synth area share [%]
flops: 32 / 43.46
mux: 12 / 8.150
buf+inv: 11 / 3.225
compound gates: 13 / 5.772
fa+ha+maj: 4 / 3.396
simple gates: 73 / 28.27
xor+xnor: 13 / 7.725
state kept, by name, summed over array words and instances, names as in the netlist:
register / count
state: 2
syncff0: 1
rdat: 8
data_cnt: 3
rx_: 1
led_touch: 1
syncff1: 1
led_fix: 1
counter: 14
final timing paths:
| check | start | end | slack [ns] | cells past startpoint |
|---|---|---|---|---|
| worst min register to register | syncff0$_SDFF_PN1_ | syncff1$_SDFF_PN1_ | 0.41 | 1 |
| worst max register to register | counter[8]$_SDFFE_PN0P_ | counter[12]$_SDFFE_PN0P_ | 0.83 | 4 |
| worst min-delay path | syncff0$_SDFF_PN1_ | syncff1$_SDFF_PN1_ | 0.41 | 1 |
| worst max-delay path | counter[8]$_SDFFE_PN0P_ | counter[12]$_SDFFE_PN0P_ | 0.83 | 4 |
placed cells by master (no fill, tap or decap):
cell type,synthesis,routed
inv_1,6,6
mux2i_1,12,12
ha_1,4,4
or3_1,2,2
nor4b_2,1,1
o21ai_0,3,3
nand4_2,2,2
nor3b_1,1,1
bufinv_16,0,1
nand2b_1,5,5
nor4b_4,1,1
buf_4,1,1
nor3_1,4,4
nand3_1,5,5
o21ai_2,1,1
xnor2_1,11,11
nand2_1,18,18
o211ai_1,2,2
dfxtp_1,32,32
or4b_1,1,1
o21ai_1,1,1
or4_1,1,1
xor2_1,2,2
nor4_1,3,3
a221oi_1,1,1
and4b_1,1,1
a21oi_1,3,3
nor4bb_1,1,1
nand4_1,5,5
nand4bb_1,1,1
nand4b_1,1,1
clkdlybuf4s50_1,0,4
and4_2,1,1
o2111ai_1,1,1
clkbuf_8,0,7
o41ai_1,1,1
nor2_1,19,19
worst max-delay path, delay by kind of cell, from the launching register on:
| family | cells | cell delay, ns |
|---|---|---|
| AND/OR/NAND/NOR | 3 | 0.71 |
| flip-flops | 1 | 0.38 |
| AND-OR/OR-AND | 1 | 0.53 |
report_power, final:
part           internal (µW)  total (µW)  switching (µW)  leakage [µW]
combinational           10.3        26.4            16.1      0.000336
clock                    338         511             174     0.0000645
sequential               494         499            4.46      0.000258
Power figures rest on the tool's default switching activity, not on a simulated workload.
